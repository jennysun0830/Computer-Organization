==> design/flow/config.mk <==
export PLATFORM = sky130hd
export DESIGN_NAME = ALU
export DESIGN_NICKNAME = ALU
export VERILOG_FILES = /design/flow/design.v
export SDC_FILE = /design/flow/constraint.sdc
export NUM_CORES = 4
export LEC_CHECK = 1
export CORE_UTILIZATION = 40
==> design/flow/constraint.sdc <==
current_design ALU

set clk_period 17.4
set clk_io_pct 0.2

create_clock -name clk0 -period $clk_period

set non_clock_inputs [all_inputs -no_clocks]
set_input_delay [expr $clk_period * $clk_io_pct] -clock clk0 $non_clock_inputs
set_output_delay [expr $clk_period * $clk_io_pct] -clock clk0 [all_outputs]
==> design/flow/design.v <==
`timescale 1ns/1ps
module ALU(
    src1_i,
	src2_i,
	ctrl_i,
	result_o,
	zero_o
	);
input signed [32-1:0]  src1_i;
input signed [32-1:0]  src2_i;
input  [4-1:0]   ctrl_i;
output [32-1:0]	 result_o;
output           zero_o;
reg    [32-1:0]  result_o;
wire             zero_o;
assign zero_o=(result_o==0);
always @(ctrl_i,src1_i,src2_i) begin
	case(ctrl_i)
		4'b0000:result_o<=src1_i&src2_i;
		4'b0001:result_o<=src1_i|src2_i;
		4'b0010:result_o<={src1_i+src2_i};
		4'b0110:result_o<={src1_i-src2_i};
		4'b0111:result_o<=(src1_i<src2_i)?1:0;
		4'b1100:result_o<=~(src1_i|src2_i);
		default:result_o<=0;
	endcase
end
endmodule
==> design/flow/run.sh <==
#!/bin/bash
# OpenROAD 26Q1-2900-gdf79404cd8, Yosys 0.63+post, stock flow scripts
make -C /OpenROAD-flow-scripts/flow DESIGN_CONFIG=/design/flow/config.mk WORK_HOME=/design/flow/orfs finish
==> impl_report.txt <==
PHYSICAL IMPLEMENTATION REPORT
----------------------------------------------------
[Run status]
  Run status ........................ complete, no violations

[Synthesis]
  Library cell with the largest summed area after synthesis ........................ sky130_fd_sc_hd__ha_1
  Distinct cell type count after synthesis ........................ around 84
  Library cell with the highest instance count after synthesis ........................ sky130_fd_sc_hd__ha_1
  Number of instances in the synthesized netlist ........................ a little over 800
  Cell Area, Synth ........................ roughly 5500 µm²
  Yosys stat cell total ........................ 820
  Sequential cell area fraction in the yosys report ........................ 0%
  Avg Synthesized Cell Area ........................ a little under 7 µm²
  Yosys warning tally ........................ 1
  Share of Yosys cell area claimed by the top area cell type ........................ 23.08%
  Commonest cells in the synthesized netlist ........................ sky130_fd_sc_hd__ha_1 (102), sky130_fd_sc_hd__inv_1 (97), sky130_fd_sc_hd__nor2_1 (79)
  Area figure in the yosys stat output ........................ 5529 µm²
  Post-synth area hogs ........................ sky130_fd_sc_hd__ha_1 (23%), sky130_fd_sc_hd__a21oi_1 (6.6%), sky130_fd_sc_hd__inv_1 (6.6%), sky130_fd_sc_hd__nor2_1 (5.4%), sky130_fd_sc_hd__a221oi_1 (4.3%)

[Detailed routing]
  Drt via density ........................ 6.300
  Length of the first detailed-routing pass in iterations ........................ 7
  Total length of routed wires ........................ roughly 21000 µm
  DRC viols ........................ 0
  Vias post-DR ........................ 6653
  Post-detailed-route count of antenna-violating nets ........................ 0
  ANT cells ........................ 0
  Initial DRC count ........................ 735
  Routed len/inst ........................ 20.28 µm

[Setup path]
  Element type at the critical path end ........................ output pin
  Slowest library cell on the worst path ........................ sky130_fd_sc_hd__nor2_1
  CP Data Required Time ........................ ~14000 ps
  Data arrival time of the critical path ........................ 8260 ps
  Maximum single-stage delay on the critical path ........................ 1000 ps
  Largest fanout of any net on the critical path ........................ 16
  Category of the most critical setup path ........................ primary input to output pin
  Worst path cell trace ........................ clkdlybuf4s50_1 -> nor2_1 -> nand3b_1 -> buf_4 -> nor2_1 -> a221oi_1 -> o211ai_1 -> nand2b_1 -> o211ai_1 -> a311oi_1 -> nor4_1 -> and4b_1 -> and4b_1 -> clkdlybuf4s50_1
  CP startpoint kind ........................ primary input

[Final timing]
  Final clock period utilization by the worst path ........................ 67.47%
  Number of hold violations in the final report ........................ 0
  Slew at the pin closest to its max-slew limit ........................ 1190 ps
  Final-report max-slew violation count ........................ 0
  RSZ-0062 raised after global routing ........................ no
  Total negative slack ........................ 0 ps
  Fmax achieved ........................ 85.17 MHz
  Number of setup violations in the final report ........................ 0
  Time the worst path needs with I/O delays and setup ........................ between 10000 and 15000 ps
  Post-Route Hold Slack ........................ 8230 ps
  Relative max-transition margin ........................ 20.39%

[GRT]
  Overall overflow remaining after global route ........................ 0
  Antenna violations before repair ........................ 0
  Global-route wire length before repair ........................ 33440 µm
  Largest net degree at the start of global routing ........................ 36
  Via count of the first global-routing pass ........................ 5924
  Total routing resource utilization after global routing ........................ between 20% and 30%

[Finish]
  Sequential cell count ........................ 0
  Layout cells sized above 1 ........................ 5.455%
  Fill cell count ........................ 1339
  Register area ........................ 0 µm²
  Clkbuf count ........................ 0
  Area growth, synth to finish ........................ 20.21%

[Pwr]
  Internal Pwr Total ........................ 90.80 µW
  P_leak ........................ about 0.0029 µW
  Portion of total power attributed to sequential cells ........................ 0%
  Net Sw Power ........................ 126.6 µW
  Switching Fraction ........................ 58.23%
  Max IR drop VDD ........................ about 0.000014 V
  Combinational share of power ........................ 100.0%
  Part of the total power dissipated in the clock network ........................ 0%
  Power per cell area ........................ 32.71 nW/µm²

[Floorplanning]
  Y dimension of the die ........................ 119.6 µm
  Rows ........................ 42
  Chip area ........................ approximately 14000 µm²
  Number of primary I/O pins ........................ 101
  Starting utilization of the core area ........................ 41.42%
  Area of the core ........................ 13350 µm²
  Die X ........................ 119.6 µm

[Job]
  Count of warning messages emitted by the tools ........................ 102
  Maximum Capacitance Violations ........................ 0

[Clock tree]
  Total of hold buffers inserted after clock tree synthesis ........................ 0
  Post-cts gate resize count ........................ 0
  Post-CTS setup repair buffer count ........................ 0

[Place]
  Port Buf Inserts ........................ 101
  Final weighted congestion of routability-driven global placement ........................ ~1
  Half-perimeter wire length after placement ........................ 17040 µm

[Hold path]
  Kind of path behind the tightest hold check ........................ primary input to output pin

----------------------------------------------------
area by class of cell:
cell class | count | area, µm² | share of cell area (%)
inverter | 98 | 367.9 | 5.535
tap | 176 | 220.2 | 3.313
multi-input combinational | 670 | 4965 | 74.70
timing repair buffer | 112 | 1094 | 16.45
placed cells by master (no fill, tap or decap), types with 4 or more instances in the layout:
cell                              count
sky130_fd_sc_hd__ha_1               102
sky130_fd_sc_hd__clkdlybuf4s50_1    101
sky130_fd_sc_hd__inv_1               97
sky130_fd_sc_hd__nor2_1              79
sky130_fd_sc_hd__a21oi_1             73
sky130_fd_sc_hd__nand2_1             54
sky130_fd_sc_hd__o21ai_0             34
sky130_fd_sc_hd__a221oi_1            27
sky130_fd_sc_hd__a31oi_1             18
sky130_fd_sc_hd__a21o_1              15
sky130_fd_sc_hd__nand3_1             15
sky130_fd_sc_hd__nor3_1              15
sky130_fd_sc_hd__nor4_1              13
sky130_fd_sc_hd__o211ai_1            13
sky130_fd_sc_hd__o31ai_1             12
sky130_fd_sc_hd__o21bai_1            11
sky130_fd_sc_hd__o22ai_1             11
sky130_fd_sc_hd__buf_4               11
sky130_fd_sc_hd__nand2b_1            10
sky130_fd_sc_hd__a22oi_1              9
sky130_fd_sc_hd__o22a_1               9
sky130_fd_sc_hd__a211oi_1             8
sky130_fd_sc_hd__nand4_1              7
sky130_fd_sc_hd__a221o_1              6
sky130_fd_sc_hd__nor2b_1              6
sky130_fd_sc_hd__o221a_2              6
sky130_fd_sc_hd__o2111ai_1            5
sky130_fd_sc_hd__o21ai_1              5
sky130_fd_sc_hd__a32oi_1              5
sky130_fd_sc_hd__o31a_1               4
sky130_fd_sc_hd__and2_1               4
sky130_fd_sc_hd__and3_1               4
sky130_fd_sc_hd__o21a_1               4
sky130_fd_sc_hd__o221ai_1             4
sky130_fd_sc_hd__and4b_1              4
through the flow:
step / setup WS (ps) / area (µm²) / cells / power [µW] / util (%)
after global placement: 5720 / 6646 / 1056 / 212.5 / 49.79
final: 5659 / 6646 / 1056 / 217.4 / 49.79
after floorplan: 7624 / 5529 / 820 / 131.0 / -
after global routing: 5375 / 6646 / 1056 / 235.7 / 49.79
after detailed placement: 5754 / 6646 / 1056 / 212.2 / 49.79
after CTS: 5743 / 6646 / 1056 / 213.6 / 49.79
kinds of logic (layout without fill, tap and decap cells):
group           count (synthesis)  count (layout)  synth area share (%)
xor+xnor                        3               3                0.4753
buf+inv                       150             210                 10.79
fa+ha+maj                     104             104                 23.81
compound gates                322             322                 43.02
simple gates                  238             238                 21.32
mux                             3               3                0.5883
power by group through the flow:
stage     Clock (µW)  Combinational, µW  Sequential [µW]
4_1_cts            0                214                0
6_report           0                217                0
5_1_grt            0                236                0
worst max-delay path: cells and delay by family:
kind | cells | cell delay [ps]
compound gates | 4 | 970
buf+inv | 3 | 1450
simple gates | 7 | 2360
final timing paths:
kind,from,endpoint,depth (start not counted)
hold / removal,src2_i[18],result_o[18],5
setup / recovery,ctrl_i[2],zero_o,14
routing by layer:
layer  vias to the layer above  GRT usage (%)  wire [µm]
met5                         -              0          0
met4                         0          7.734        639
li1                       3186              -          -
met2                       329          48.05       9728
met3                        48          3.981       1667
met1                      3090          41.79       9379
Power and IR drop assume default switching activity.
