### run.sh
#!/bin/bash
# OpenROAD 26Q1-2900-gdf79404cd8, Yosys 0.63+post, stock flow scripts
make -C /OpenROAD-flow-scripts/flow DESIGN_CONFIG=/design/flow/config.mk WORK_HOME=/design/flow/orfs finish
### config.mk
export PLATFORM = sky130hd
export DESIGN_NAME = alu
export DESIGN_NICKNAME = alu
export VERILOG_FILES = /design/flow/design.v
export SDC_FILE = /design/flow/constraint.sdc
export NUM_CORES = 4
export LEC_CHECK = 1
export CORE_UTILIZATION = 50
### constraint.sdc
current_design alu

set clk_period 13.7
set clk_io_pct 0.2

create_clock -name clk0 -period $clk_period [get_ports {clk}]

set non_clock_inputs [all_inputs -no_clocks]
set_input_delay [expr $clk_period * $clk_io_pct] -clock clk0 $non_clock_inputs
set_output_delay [expr $clk_period * $clk_io_pct] -clock clk0 [all_outputs]
### design.v
`timescale 1ns/1ps
module alu(
           clk,            
           rst_n,          
           src1,           
           src2,           
           ALU_control,    
           result,         
           zero,           
           cout,           
           overflow        
           );
input           clk;
input           rst_n;
input  [32-1:0] src1;
input  [32-1:0] src2;
input  [4-1:0]  ALU_control;
output [32-1:0] result;
output          zero;
output          cout;
output          overflow;
reg             zero;
reg             cout;
reg            overflow;
reg             constant_zero = 1'b0;
reg 			cin_first;
wire			set;
wire	[31:0]  out;
reg  	[31:0]  out2;
wire    [31:0]  carry_out;
always@(posedge clk) begin
	if(out == 32'b0) zero <= 1;
	else zero <= 0;
end
always@(posedge clk) begin
    if(rst_n) out2[31:0] <= out[31:0];
end
assign result[31:0] = out2[31:0];
always@(*) begin
	if(ALU_control == 4'b0010) cin_first = 1'b0;
	else if(ALU_control == 4'b0110) cin_first = 1'b1;
	else if(ALU_control == 4'b0111) cin_first = 1'b1;
	else cin_first = cin_first;
end
always@(posedge clk) begin
	if(ALU_control == 4'b0010) begin
		if((src1[31] == src2[31]) && (out[31] != src1[31])) overflow <= 1'b1;
		else overflow <= 1'b0;
		end
	else if(ALU_control == 4'b0110) begin
		if((src1[31] != src2[31]) && (out[31] != src1[31])) overflow <= 1'b1;
		else overflow <= 1'b0;
		end
	else overflow <= 1'b0;
end
always@(posedge clk) begin
	if(ALU_control == 4'b0010) begin
		if(carry_out[31] == 1) cout <= 1;
		else cout <= 0;
		end
	else if(ALU_control == 4'b0110) begin
		if(src1[31] == 1'b0 && src2[31] == 1'b1) cout <= 1;
		else if(src1[31] == 1'b1 && src2[31] == 1'b0) cout <= 0;
		else cout <= carry_out[30];
		end
	else cout <= 0;
end
alu_top alu_top0(
		.src1(src1[0]),
		.src2(src2[0]),
		.less(set),
		.A_invert(ALU_control[3]),
		.B_invert(ALU_control[2]),
		.cin(cin_first),
		.operation(ALU_control[1:0]),
		.result(out[0]),
		.cout(carry_out[0])
       );
alu_top alu_top1(
		.src1(src1[1]),
		.src2(src2[1]),
		.less(constant_zero),
		.A_invert(ALU_control[3]),
		.B_invert(ALU_control[2]),
		.cin(carry_out[0]),
		.operation(ALU_control[1:0]),
		.result(out[1]),
		.cout(carry_out[1])
       );
alu_top alu_top2(
		.src1(src1[2]),
		.src2(src2[2]),
		.less(constant_zero),
		.A_invert(ALU_control[3]),
		.B_invert(ALU_control[2]),
		.cin(carry_out[1]),
		.operation(ALU_control[1:0]),
		.result(out[2]),
		.cout(carry_out[2])
       );
alu_top alu_top3(
		.src1(src1[3]),
		.src2(src2[3]),
		.less(constant_zero),
		.A_invert(ALU_control[3]),
		.B_invert(ALU_control[2]),
		.cin(carry_out[2]),
		.operation(ALU_control[1:0]),
		.result(out[3]),
		.cout(carry_out[3])
       );
alu_top alu_top4(
		.src1(src1[4]),
		.src2(src2[4]),
		.less(constant_zero),
		.A_invert(ALU_control[3]),
		.B_invert(ALU_control[2]),
		.cin(carry_out[3]),
		.operation(ALU_control[1:0]),
		.result(out[4]),
		.cout(carry_out[4])
       );
alu_top alu_top5(
		.src1(src1[5]),
		.src2(src2[5]),
		.less(constant_zero),
		.A_invert(ALU_control[3]),
		.B_invert(ALU_control[2]),
		.cin(carry_out[4]),
		.operation(ALU_control[1:0]),
		.result(out[5]),
		.cout(carry_out[5])
       );
alu_top alu_top6(
		.src1(src1[6]),
		.src2(src2[6]),
		.less(constant_zero),
		.A_invert(ALU_control[3]),
		.B_invert(ALU_control[2]),
		.cin(carry_out[5]),
		.operation(ALU_control[1:0]),
		.result(out[6]),
		.cout(carry_out[6])
       );
alu_top alu_top7(
		.src1(src1[7]),
		.src2(src2[7]),
		.less(constant_zero),
		.A_invert(ALU_control[3]),
		.B_invert(ALU_control[2]),
		.cin(carry_out[6]),
		.operation(ALU_control[1:0]),
		.result(out[7]),
		.cout(carry_out[7])
       );
alu_top alu_top8(
		.src1(src1[8]),
		.src2(src2[8]),
		.less(constant_zero),
		.A_invert(ALU_control[3]),
		.B_invert(ALU_control[2]),
		.cin(carry_out[7]),
		.operation(ALU_control[1:0]),
		.result(out[8]),
		.cout(carry_out[8])
       );
alu_top alu_top9(
		.src1(src1[9]),
		.src2(src2[9]),
		.less(constant_zero),
		.A_invert(ALU_control[3]),
		.B_invert(ALU_control[2]),
		.cin(carry_out[8]),
		.operation(ALU_control[1:0]),
		.result(out[9]),
		.cout(carry_out[9])
       );
alu_top alu_top10(
		.src1(src1[10]),
		.src2(src2[10]),
		.less(constant_zero),
		.A_invert(ALU_control[3]),
		.B_invert(ALU_control[2]),
		.cin(carry_out[9]),
		.operation(ALU_control[1:0]),
		.result(out[10]),
		.cout(carry_out[10])
       );
alu_top alu_top11(
		.src1(src1[11]),
		.src2(src2[11]),
		.less(constant_zero),
		.A_invert(ALU_control[3]),
		.B_invert(ALU_control[2]),
		.cin(carry_out[10]),
		.operation(ALU_control[1:0]),
		.result(out[11]),
		.cout(carry_out[11])
       );
alu_top alu_top12(
		.src1(src1[12]),
		.src2(src2[12]),
		.less(constant_zero),
		.A_invert(ALU_control[3]),
		.B_invert(ALU_control[2]),
		.cin(carry_out[11]),
		.operation(ALU_control[1:0]),
		.result(out[12]),
		.cout(carry_out[12])
       );
alu_top alu_top13(
		.src1(src1[13]),
		.src2(src2[13]),
		.less(constant_zero),
		.A_invert(ALU_control[3]),
		.B_invert(ALU_control[2]),
		.cin(carry_out[12]),
		.operation(ALU_control[1:0]),
		.result(out[13]),
		.cout(carry_out[13])
       );
alu_top alu_top14(
		.src1(src1[14]),
		.src2(src2[14]),
		.less(constant_zero),
		.A_invert(ALU_control[3]),
		.B_invert(ALU_control[2]),
		.cin(carry_out[13]),
		.operation(ALU_control[1:0]),
		.result(out[14]),
		.cout(carry_out[14])
       );
alu_top alu_top15(
		.src1(src1[15]),
		.src2(src2[15]),
		.less(constant_zero),
		.A_invert(ALU_control[3]),
		.B_invert(ALU_control[2]),
		.cin(carry_out[14]),
		.operation(ALU_control[1:0]),
		.result(out[15]),
		.cout(carry_out[15])
       );
alu_top alu_top16(
		.src1(src1[16]),
		.src2(src2[16]),
		.less(constant_zero),
		.A_invert(ALU_control[3]),
		.B_invert(ALU_control[2]),
		.cin(carry_out[15]),
		.operation(ALU_control[1:0]),
		.result(out[16]),
		.cout(carry_out[16])
       );
alu_top alu_top17(
		.src1(src1[17]),
		.src2(src2[17]),
		.less(constant_zero),
		.A_invert(ALU_control[3]),
		.B_invert(ALU_control[2]),
		.cin(carry_out[16]),
		.operation(ALU_control[1:0]),
		.result(out[17]),
		.cout(carry_out[17])
       );
alu_top alu_top18(
		.src1(src1[18]),
		.src2(src2[18]),
		.less(constant_zero),
		.A_invert(ALU_control[3]),
		.B_invert(ALU_control[2]),
		.cin(carry_out[17]),
		.operation(ALU_control[1:0]),
		.result(out[18]),
		.cout(carry_out[18])
       );
alu_top alu_top19(
		.src1(src1[19]),
		.src2(src2[19]),
		.less(constant_zero),
		.A_invert(ALU_control[3]),
		.B_invert(ALU_control[2]),
		.cin(carry_out[18]),
		.operation(ALU_control[1:0]),
		.result(out[19]),
		.cout(carry_out[19])
       );
alu_top alu_top20(
		.src1(src1[20]),
		.src2(src2[20]),
		.less(constant_zero),
		.A_invert(ALU_control[3]),
		.B_invert(ALU_control[2]),
		.cin(carry_out[19]),
		.operation(ALU_control[1:0]),
		.result(out[20]),
		.cout(carry_out[20])
       );
alu_top alu_top21(
		.src1(src1[21]),
		.src2(src2[21]),
		.less(constant_zero),
		.A_invert(ALU_control[3]),
		.B_invert(ALU_control[2]),
		.cin(carry_out[20]),
		.operation(ALU_control[1:0]),
		.result(out[21]),
		.cout(carry_out[21])
       );
alu_top alu_top22(
		.src1(src1[22]),
		.src2(src2[22]),
		.less(constant_zero),
		.A_invert(ALU_control[3]),
		.B_invert(ALU_control[2]),
		.cin(carry_out[21]),
		.operation(ALU_control[1:0]),
		.result(out[22]),
		.cout(carry_out[22])
       );
alu_top alu_top23(
		.src1(src1[23]),
		.src2(src2[23]),
		.less(constant_zero),
		.A_invert(ALU_control[3]),
		.B_invert(ALU_control[2]),
		.cin(carry_out[22]),
		.operation(ALU_control[1:0]),
		.result(out[23]),
		.cout(carry_out[23])
       );
alu_top alu_top24(
		.src1(src1[24]),
		.src2(src2[24]),
		.less(constant_zero),
		.A_invert(ALU_control[3]),
		.B_invert(ALU_control[2]),
		.cin(carry_out[23]),
		.operation(ALU_control[1:0]),
		.result(out[24]),
		.cout(carry_out[24])
       );
alu_top alu_top25(
		.src1(src1[25]),
		.src2(src2[25]),
		.less(constant_zero),
		.A_invert(ALU_control[3]),
		.B_invert(ALU_control[2]),
		.cin(carry_out[24]),
		.operation(ALU_control[1:0]),
		.result(out[25]),
		.cout(carry_out[25])
       );
alu_top alu_top26(
		.src1(src1[26]),
		.src2(src2[26]),
		.less(constant_zero),
		.A_invert(ALU_control[3]),
		.B_invert(ALU_control[2]),
		.cin(carry_out[25]),
		.operation(ALU_control[1:0]),
		.result(out[26]),
		.cout(carry_out[26])
       );
alu_top alu_top27(
		.src1(src1[27]),
		.src2(src2[27]),
		.less(constant_zero),
		.A_invert(ALU_control[3]),
		.B_invert(ALU_control[2]),
		.cin(carry_out[26]),
		.operation(ALU_control[1:0]),
		.result(out[27]),
		.cout(carry_out[27])
       );
alu_top alu_top28(
		.src1(src1[28]),
		.src2(src2[28]),
		.less(constant_zero),
		.A_invert(ALU_control[3]),
		.B_invert(ALU_control[2]),
		.cin(carry_out[27]),
		.operation(ALU_control[1:0]),
		.result(out[28]),
		.cout(carry_out[28])
       );
alu_top alu_top29(
		.src1(src1[29]),
		.src2(src2[29]),
		.less(constant_zero),
		.A_invert(ALU_control[3]),
		.B_invert(ALU_control[2]),
		.cin(carry_out[28]),
		.operation(ALU_control[1:0]),
		.result(out[29]),
		.cout(carry_out[29])
       );
alu_top alu_top30(
		.src1(src1[30]),
		.src2(src2[30]),
		.less(constant_zero),
		.A_invert(ALU_control[3]),
		.B_invert(ALU_control[2]),
		.cin(carry_out[29]),
		.operation(ALU_control[1:0]),
		.result(out[30]),
		.cout(carry_out[30])
       );
alu_base alu_base31(
		.src1(src1[31]),
		.src2(src2[31]),
		.less(constant_zero),
		.A_invert(ALU_control[3]),
		.B_invert(ALU_control[2]),
		.cin(carry_out[30]),
		.operation(ALU_control[1:0]),
		.result(out[31]),
		.set(set),
		.cout(carry_out[31])
       );
endmodule
`timescale 1ns / 1ps
module alu_base(
               src1,        
               src2,        
               less,        
               A_invert,    
               B_invert,    
               cin,         
               operation,   
               result,      
               cout,        
               set
               );
input         src1;
input         src2;
input         less;
input         A_invert;
input         B_invert;
input         cin;
input [2-1:0] operation;
output        result;
output        cout;
output        set;
reg           result;
reg           cout;
reg           set;
reg          src1_temp,src2_temp;
always@(*)begin
    src1_temp = ((src1) & (~A_invert)) | ((~src1) & (A_invert));
	src2_temp = ((src2) & (~B_invert)) | ((~src2) & (B_invert));
    case(operation)
        2'b00: 
        begin
            result=src1_temp&src2_temp;
            cout=0;
        end
        2'b01: 
        begin
            result=src1_temp|src2_temp;
            cout=0;
        end
        2'b10: 
        begin
            result=src1_temp^src2_temp^cin;
            cout= (src1_temp&src2_temp)|((src1_temp^src2_temp)&cin);
        end
        2'b11: 
        begin
            result=less;
            set = (src1_temp&src2_temp)|((src1_temp^src2_temp)&cin);
		    cout = 0;
        end
    endcase
end
endmodule
`timescale 1ns / 1ps
module alu_top(
               src1,        
               src2,        
               less,        
               A_invert,    
               B_invert,    
               cin,         
               operation,   
               result,      
               cout        
               );
input         src1;
input         src2;
input         less;
input         A_invert;
input         B_invert;
input         cin;
input [2-1:0] operation;
output        result;
output        cout;
reg           result;
reg			  cout;
reg   		  src1_temp;
reg   		  src2_temp;
always@(*) begin
	src1_temp = ((src1) & (~A_invert)) | ((~src1) & (A_invert));
	src2_temp = ((src2) & (~B_invert)) | ((~src2) & (B_invert));
	case(operation)
        2'b00: 
        begin
            result=src1_temp&src2_temp;
            cout=0;
        end
        2'b01: 
        begin
            result=src1_temp|src2_temp;
            cout=0;
        end
        2'b10: 
        begin
            result=src1_temp^src2_temp^cin;
            cout= (src1_temp&src2_temp)|((src1_temp^src2_temp)&cin);
        end
        2'b11: 
        begin
            result=less;
            cout= (src1_temp&src2_temp)|((src1_temp^src2_temp)&cin);
        end
    endcase
end
endmodule
==> flow_summary.yaml <==
# synthesis and place-and-route metrics
floorplan:
  core_area_um2: 8806
  rows: 34
  core_util_floorplan: 0.5206
  die_x_um: 97.76
  ioPinCount: 105
  die_h_um: 97.76
  die-area_um2: 9556
layout:
  final_cells: 712
  drive_gt1_frac: 0.2434
  seqCellArea_um2: 1051
  comb_area_um2: 3490
  final_core_util: 0.7435
  area_growth_pct: 42.82
  fillers: 611
outcome:
  violations: "DRC, setup timing"
  status: "finished, violations left"
hold_path:
  hold_path_end: "cout"
  hold_depth: 4
  min_from: "ALU_control[2]"
  hp-class: "in2reg"
flow_run:
  warnings: 95
  drv_cap: 0
synthesis:
  synth_warnings: 3
  ys_cells: 461
  ys.flops: 37
  netlist_instances: 461
  yosys-stat-area_um2: 4584
  synthDistinctLibCells: 37
  syn_area_um2: 4584
  syn_avg_cell_area_um2: 9.944
sta:
  fin_crit_ns: 19.35
  post-route-period-util: 1.412
  untimed_endpoints: 2
  setup_violations: 14
  slew_headroom: 0.5191
  rsz0062_at_grt: "true"
  final.setup.worst_slack_ns: -5.647
  fmax_mhz: 51.69
  finalHoldViolCount: 0
  unclocked_pins: 2
  worstMarginPinSlew_ns: 0.7213
  slew_viol_final: 0
power_and_ir_drop:
  p_per_area_nw_per_um2: 68.47
  swShare: 0.3251
  p_leak_nw: 3.094
  power_frac_seq: 0.306
  ir_worst_vdd_mv: 0.04764
  intPower_mw: 0.3026
  clkPwrFrac: 0.180
  power_switching_mw: 0.1457
  pwr-share-comb: 0.514
global_route:
  antenna_found_initial: 0
  grt_max_degree: 59
  grt_pass1_vias: 3234
  grt_pass1_wl_um: 16020
  overflow: 0
  grt_usage: 0.2217
critical_path:
  crit_family: "adder cells"
  path_buffers: 1
  slowest_delay_ns: 0.49
  cp_data_required_time_ns: 13.93
  end_kind: "register"
  arrival_ns: 19.58
  cp_slowest_cell: "fa_1"
  path_common_cell: "fa_2"
  critPathKind: "in2reg"
  setup.worst_path.start_class: "input port"
  crit_fanout: 4
clock_tree:
  htree_levels: 2
  cts_buffer_depth: 2
  ctsHoldBuffers: 0
  clk_pin_slew_ns: 0.07
  cts_root_buf: "clkbuf_8"
  numCtsBuffers: 5
  cts_tree: "built"
place:
  post-dp-hpwl_um: 7664
  dp_cells: 700
  port_buffers: 104
  gp_congestion: 0.8546
route:
  vias_per_cell: 4.824
  antenna_left: 0
  drcViolationCount: 14
  wl_um: 9817
  num_antenna_cells: 0
  first_pass_iters: 48
  drtIter0Drc: 157
  via_count: 3435
  wl_per_cell_um: 13.79
[kinds of logic (layout without fill, tap and decap cells)]
| family | count (synthesis) | count (layout) | share of synthesized area |
|---|---|---|---|
| flops | 35 | 35 | 0.2227 |
| xor+xnor | 66 | 66 | 0.1261 |
| fa+ha+maj | 98 | 98 | 0.3199 |
| simple gates | 88 | 88 | 0.1220 |
| latches | 2 | 2 | 0.006550 |
| buf+inv | 107 | 250 | 0.09471 |
| mux | 12 | 12 | 0.02893 |
| compound gates | 53 | 53 | 0.07915 |
[tightest hold or removal path: stages]
cell,delay [ns]
buf_6,0.12
buf_4,0.18
inv_1,0.12
a2111oi_2,0.08
[flip-flops by register name (all words and copies together) (netlist names)]
register,flops
alu_base31.set,1
cin_first,1
cout,1
out2,32
overflow,1
zero,1
[cells in the final DEF (no fill, tap or decap), drive strengths merged, types with 2 or more instances in the layout]
| cell type | instances |
|---|---|
| o22ai | 11 |
| nor2b | 35 |
| or4 | 2 |
| o31a | 18 |
| buf | 63 |
| nand2 | 2 |
| xor2 | 64 |
| fa | 32 |
| dlxtn | 2 |
| xnor2 | 2 |
| dfxtp | 3 |
| mux2i | 11 |
| nor4 | 7 |
| nand2b | 32 |
| o21ai | 19 |
| clkbuf | 7 |
| inv | 81 |
| nor2 | 2 |
| edfxtp | 32 |
| dlygate4sd2 | 2 |
| clkdlybuf4s50 | 96 |
| ha | 66 |
| and2b | 3 |
[stage by stage]
stage	instance area [um^2]	total power, mW	TNS (ns)	hold WS (ns)	setup WS (ns)
3_3_place_gp	6364	0.3615	-53.95	3.361	-6.227
2_1_floorplan	5036	0.2719	-45.74	2.853	-5.733
3_5_place_dp	6364	0.3644	-55.06	3.360	-6.365
4_1_cts	6551	0.4528	-45.19	3.016	-5.677
6_report	6548	0.4483	-44.54	3.019	-5.647
5_1_grt	6548	0.4858	-51.13	3.028	-6.193
[cell usage after synthesis]
master     count  area [um^2]
a2111oi_0      1        8.760
a21o_1         1        7.510
and2_1         1        6.260
and2b_1        3        22.52
and4_1         1        8.760
and4b_1        1        10.01
buf_1          3        11.26
buf_2          8        40.04
buf_4          4        30.03
buf_6          1        11.26
clkbuf_1      10        37.54
dfxtp_1        3        60.06
dlxtn_1        2        30.03
edfxtp_1      32        960.9
fa_1          32        640.6
ha_1          66        825.8
inv_1         81        304.0
mux2i_1       11        110.1
mux4_2         1        22.52
nand2_1        2        7.510
nand2b_1      32        200.2
nor2_1         2        7.510
nor2b_1       34        212.7
nor2b_4        1        13.76
nor3_1         1        5.000
nor4_1         7        43.79
o21ai_0       16        80.08
o21ai_1        3        15.01
o221ai_1       1        8.760
o22ai_1       11        68.82
o31a_1        18        157.7
o31ai_1        1        7.510
o32ai_1        1        8.760
or3_1          1        6.260
or4_1          2        15.01
xnor2_1        2        17.52
xor2_1        64        560.5
[power groups by stage]
stage | Sequential, mW | Clock (mW) | Combinational (mW)
after CTS | 0.137 | 0.0829 | 0.232
after global routing | 0.138 | 0.0882 | 0.259
final | 0.137 | 0.0808 | 0.230
[how the worst max path moves through the flow]
stage,from,end,slack (ns),cells after the start
after global routing,ALU_control[3],zero,-6.19,70
after CTS,ALU_control[3],zero,-5.68,70
final,ALU_control[3],zero,-5.65,70
[layout make-up]
class / instances / share of cell area
multi-input cells: 317 / 0.5330
inverters: 81 / 0.04644
repair buffers: 161 / 0.2255
flip-flops and latches: 37 / 0.1605
clock buffers: 7 / 0.01319
well taps: 108 / 0.02064
clock inverters: 1 / 0.0007644
[per-layer routing]
metal / share of wire / vias up / wire length [um] / GRT usage
met3: 0.035 / 5 / 346 / 0.02544
met4: 0.0071 / 0 / 70 / 0.01282
li1: - / 1736 / - / -
met5: 0 / - / 0 / 0
met1: 0.48 / 1627 / 4696 / 0.3594
met2: 0.48 / 67 / 4704 / 0.3557
[repair_timing]
item / CTS / global route
resized: 28 / 3
hold endpoints to repair: 0 / 0
setup buffers: 6 / 2
endpoints found under the setup margin: 15 / 14
pin swaps: 5 / 1
Power figures rest on the tool's default switching activity, not on a simulated workload.
