### ./run.sh
#!/bin/bash
# OpenROAD 26Q1-2900-gdf79404cd8, Yosys 0.63+post, stock flow scripts
make -C /OpenROAD-flow-scripts/flow DESIGN_CONFIG=/design/flow/config.mk WORK_HOME=/design/flow/orfs finish
### ./config.mk
export PLATFORM = sky130hd
export DESIGN_NAME = Adder
export DESIGN_NICKNAME = Adder
export VERILOG_FILES = /design/flow/design.v
export SDC_FILE = /design/flow/constraint.sdc
export NUM_CORES = 4
export LEC_CHECK = 1
export CORE_AREA = 10 10 94 94
export DIE_AREA = 0 0 104 104
### ./constraint.sdc
current_design Adder

set clk_period 14.5
set clk_io_pct 0.2

create_clock -name clk0 -period $clk_period

set non_clock_inputs [all_inputs -no_clocks]
set_input_delay [expr $clk_period * $clk_io_pct] -clock clk0 $non_clock_inputs
set_output_delay [expr $clk_period * $clk_io_pct] -clock clk0 [all_outputs]
### ./design.v
`timescale 1ns/1ps
module Adder(
	src1_i,
	src2_i,
	sum_o
);
input [32-1:0] src1_i;
input [32-1:0] src2_i;
output [32-1:0] sum_o;
assign sum_o = src1_i + src2_i;
endmodule
==> flow_metrics.tcl <==
# collected from the flow reports
set metrics [dict create \
    cp.arrival_ns 5.88 \
    place_inst 422 \
    firstDrtPassIters 4 \
    route.detailed.wl_per_inst_um 13.94 \
    drt-vias-per-instance 4.905 \
    num_antenna_cells 0 \
    slew_viol_final 0 \
    syn_inst 241 \
    worstHoldPathCells 3 \
    route.met2.wl_um 2614 \
    drive_gt1_share_pct 3.067 \
    drc 0 \
    ys_warn_count 0 \
    wl_met3_um 304 \
    relSlewSlack_pct 63.27 \
    grt_start_max_net_pins 11 \
    post_cts_buffers 0 \
    hpwlAfterDp_um 5180 \
    worstSetupStartpointType "input port" \
    ant_nets 0 \
    hp-class "in2out" \
    die-width_um 104 \
    timing.setup.tns_ns 0 \
    status "complete, no violations" \
    p_leak_nw 1.176 \
    die.size.y_um 104 \
    synth_area_um2 1744 \
    dp_slack_ns 5.719 \
    end_kind "output port" \
    finalHoldViolations 0 \
    cp.required_ns 11.60 \
    top_area_cell "ha_1" \
    most-common-layout-cells "clkdlybuf4s50_1, ha_1, a21oi_1, a21o_1, nand2_1" \
    n_sequential_cell 0 \
    ys_top_cells_by_area "ha_1, a21oi_1, a21o_1, xor2_1, xnor2_1" \
    portBuffers 96 \
    p_per_area_nw_per_um2 47.98 \
    hold_buffers 0 \
    critical_path_class "in2out" \
    m1WireLength_um 2966 \
    register_area_um2 0 \
    fillerInstances 728 \
    synth.avg_cell_area_um2 7.237 \
    vias 2070 \
    fin_ws_ns 5.722 \
    yosysSeqAreaShare_pct 0 \
    drv_cap 0 \
    top_area_share_pct 22.24 \
    finalSetupViolations 0 \
    ios 96 \
    period_minus_slack_ns 8.778 \
    coreArea_um2 6832 \
    cp_max_fo 4 \
    top_layer "met3" \
    fp_util_pct 25.53 \
    antenna_found_initial 0 \
    mostFrequentLayoutCell "clkdlybuf4s50_1" \
    drtIter0Drc 115 \
    finalNonFillerCells 422 \
    peakVddDrop_mv 0.02248 \
    row_count 30 \
    hold_end "sum_o[0]" \
    ys_cells 241 \
    worstMarginPinSlew_ns 0.5371 \
    combGateArea_um2 1678 \
    overflow 0 \
    grt_pass1_vias 2044 \
    fmax_ghz 0.1139 \
    n_clock_buffer 0 \
    hold_start "src2_i[0]" \
    grt_usage_pct 10.19 \
    post_cts_resized 0 \
    grt_pass1_wl_um 9701 \
    grt_setup_unrepaired "false" \
    yosys_area_um2 1744 \
    areaGrowthSynthToFinish_pct 59.47 \
    wirelength_um 5884 \
    die_area_um2 10820 \
    synthDistinctLibCells 50 \
    fin_crit_sh_pct 60.54 \
    gp_congestion 0.8188 \
    tool_warnings 32 \
]
-- through the flow --
step	area [um2]	total power (W)	hold WS (ns)	util, %
2_1_floorplan	1744	0.00006406	5.872	-
5_1_grt	2781	0.0001482	6.850	40.71
3_5_place_dp	2781	0.0001342	6.843	40.71
6_report	2781	0.0001335	6.838	40.71
4_1_cts	2781	0.0001354	6.850	40.71
3_3_place_gp	2781	0.0001347	6.834	40.71
-- cell type report --
| class | instances | share of cell area [%] |
|---|---|---|
| Multi-Input combinational cell | 224 | 60.32 |
| Timing Repair Buffer | 96 | 34.55 |
| Tap cell | 96 | 4.318 |
| Inverter | 6 | 0.8097 |
-- metal layers --
| layer | GRT usage, % | vias up |
|---|---|---|
| met3 | 1.942 | 0 |
| met5 | 0 | - |
| met2 | 16.62 | 54 |
| li1 | - | 1087 |
| met4 | 0 | 0 |
| met1 | 14.38 | 929 |
-- worst max-delay path, cell delays in order --
cell             delay [ns]
clkdlybuf4s50_1        0.40
ha_1                   0.24
fa_1                   0.40
a21o_1                 0.22
a31o_2                 0.27
nand3_1                0.09
o221ai_1               0.24
a311oi_1               0.34
o21bai_1               0.10
xor2_1                 0.16
clkdlybuf4s50_1        0.49
-- Yosys cell counts (all sizes together) (3+ instances only) --
master,instances
o21bai,5
clkbuf,8
a31oi,3
nor2,12
o211ai,3
a311oi,3
nand3,10
nor3,4
xor2,15
o21ai,15
ha,31
inv,6
buf,3
a21o,19
or2,3
a21oi,29
xnor2,13
nand4,8
a211oi,3
nand2,18
-- report_power, final --
group	leakage (nW)	internal (W)	switching, W
registers	0	0	0
logic	1.18	0.0000803	0.0000532
clock network	0	0	0
total	1.18	0.0000803	0.0000532
-- kinds of logic after synthesis --
family,Yosys count,share of synthesized area (%)
multiplexers,2,1.148
buffers and inverters,17,3.802
XOR/XNOR,28,14.06
AND/OR/NAND/NOR,65,18.29
AND-OR/OR-AND,97,39.31
adder cells (fa/ha/maj),32,23.39
-- worst max path at each step --
stage | startpoint | cells past startpoint | to
4_1_cts | src1_i[0] | 11 | sum_o[26]
5_1_grt | src1_i[0] | 11 | sum_o[26]
6_report | src1_i[0] | 11 | sum_o[26]
Power figures rest on the tool's default switching activity, not on a simulated workload.
